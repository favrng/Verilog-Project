==> /design/flow/design.v <==
module fa_1bit(A, B, sum, C, carry);
	input A, B, C;  
	output sum, carry;  
	wire S1, C1, C2;  
	xor(S1, A, B);  
	xor(sum, S1, C);  
	and(C2, S1, C);  
	and(C1, A, B);  
	or(carry, C1, C2);  
endmodule  
module fa_4bit(A, B, S, Cin, Co);
	input [3:0] A,B;  
	output [3:0] S;  
	wire [3:1] C;  
	input Cin;  
	output Co;  
	fa_1bit fa0(A[0], B[0], S[0], Cin, C[1]);  
	fa_1bit fa1(A[1], B[1], S[1], C[1], C[2]);  
	fa_1bit fa2(A[2], B[2], S[2], C[2], C[3]);  
	fa_1bit fa3(A[3], B[3], S[3], C[3], Co);  
endmodule  
==> /design/flow/run.sh <==
#!/bin/bash
# OpenROAD 26Q1-2900-gdf79404cd8, Yosys 0.63+post, stock flow scripts
make -C /OpenROAD-flow-scripts/flow DESIGN_CONFIG=/design/flow/config.mk WORK_HOME=/design/flow/orfs finish
==> /design/flow/config.mk <==
export PLATFORM = sky130hd
export DESIGN_NAME = fa_4bit
export DESIGN_NICKNAME = fa_4bit
export VERILOG_FILES = /design/flow/design.v
export SDC_FILE = /design/flow/constraint.sdc
export NUM_CORES = 4
export LEC_CHECK = 1
export CORE_AREA = 10 10 70 70
export DIE_AREA = 0 0 80 80
==> /design/flow/constraint.sdc <==
current_design fa_4bit

set clk_period 3.0
set clk_io_pct 0.2

create_clock -name clk0 -period $clk_period

set non_clock_inputs [all_inputs -no_clocks]
set_input_delay [expr $clk_period * $clk_io_pct] -clock clk0 $non_clock_inputs
set_output_delay [expr $clk_period * $clk_io_pct] -clock clk0 [all_outputs]
==> run_results.csv <==
group,metric,value,unit
final_timing,timing.hold.ws,1.944,ns
worst_setup_path,slowest_delay,0.40,ns
worst_setup_path,cp_data_arrival_time,2.28,ns
floorplan,core,3416,um2
outcome,status,"completed",
synth,common_cells,"inv_1 (10), buf_4 (4), fa_1 (4)",
final_timing,worst_pin_slew,0.1055,ns
worst_setup_path,cp.required,2.40,ns
final_layout,design.seq.count,0,
final_layout,clkbuf_count,0,
power_and_ir_drop,fin_total_pwr,0.00004194,W
drt,first_pass_iters,1,
global_route,grt_pass1_vias,164,
placed_design,gp_congestion,0.7912,
worst_setup_path,start_kind,"input port",
placed_design,dp_hpwl,449.3,um
floorplan,dieArea,6400,um2
worst_hold_path,hold_class,"input port to primary output",
final_layout,area_growth_syn_to_layout,104.2,%
final_layout,num-fill-cells,409,
synth,synth.top_cell.area_share,54.24,%
final_layout,drive_gt1_share,42.86,%
power_and_ir_drop,cellPowerDensity,139.1,nW/um2
worst_setup_path,critPathKind,"input port to primary output",
worst_setup_path,end_kind,"primary output",
worst_setup_path,path_cells,"buf_2 > inv_2 > fa_2 > inv_2 > fa_2 > fa_2 > inv_2 > fa_1 > inv_1 > buf_2",
synth,yosys-stat-cells,18,
final_timing,finalSetupViolCount,0,
final_timing,finalClockPeriodUsage,96.09,%
power_and_ir_drop,ir_drop,0.03733,mV
synth,ys_types,3,
drt,wl_per_cell,6.149,um
final_timing,maxSlewHeadroom,92.96,%
final_layout,stdcell_count,74,
synth,yosys_warnings,0,
floorplan,die_w,80,um
drt,post_drt_via_cell_ratio,1.784,
drt,antenna_cells_inserted,0,
worst_hold_path,hp-start,"B[3]",
flow_run,max_cap_violations,0,
final_timing,fin_tns_setup,0,ns
synth,syn_area_per_cell,8.202,um2
synth,topCellsByArea,"fa_1 (54%), inv_1 (25%), buf_4 (20%)",
final_layout,flop_area,0,um2
global_route,grt_overflow_total,0,
final_timing,max_freq,346.9,MHz
synth,yosysTopAreaCell,"fa_1",
final_layout,final_util,8.828,%
final_layout,combGateArea,87.58,um2
final_timing,slew_violations,0,
clocking,cts_setup_buffers,0,
worst_setup_path,cpLargestDelayFamily,"adder cells",
global_route,grt_max_degree,2,
final_timing,hold_viol,0,
flow_run,warning_count,32,
synth,synth_top_cell_by_count,"inv_1",
placed_design,io_buffers,14,
synth,synth_cells,18,
power_and_ir_drop,p_leak,0.1427,nW
floorplan,ios,14,
worst_setup_path,path_max_fanout,1,
clocking,hold_buffers,0,
synth,synth_area,147.6,um2
final_timing,rsz0062_at_grt,"no",
drt,drt-initial-drc-count,0,
global_route,antenna_found_initial,0,
drt,via_count,132,
synth,synth_seq_share,0,%
worst_setup_path,crit_buf_inv,6,
worst_setup_path,critPathLaunch,"A[0]",
placed_design,dp.cells,74,
global_route,globalRouteTotalUtil,1.392,%
floorplan,fp_util,4.322,%
drt,ant_nets,0,
floorplan,num_rows,21,
final_timing,min_period,2.883,ns
global_route,grt_first_pass_wirelength,696,um
drt,drc,0,
drt,routed_wl,455,um
worst_setup_path,critPathSlowestCell,"fa_1",
floorplan,die_h,80,um
synth,yosys_area,147.6,um2
[kinds of logic after synthesis]
family                   count (synthesis)  synth area share [%]
adder cells (fa/ha/maj)                  4                 54.24
buffers and inverters                   14                 45.77
[placed cells by master (no fill, tap or decap)]
cell type,Yosys,routed
clkdlybuf4s50_1,0,6
inv_2,0,5
inv_1,10,5
buf_2,0,4
fa_2,0,3
dlygate4sd2_1,0,3
fa_1,4,1
dlymetal6s2s_1,0,1
[stage by stage]
| stage | area, um2 | worst slack, ns |
|---|---|---|
| finish | 301.5 | 0.1174 |
| global route | 301.5 | 0.005853 |
| CTS | 299.0 | 0.007682 |
| detailed placement | 315.3 | -0.7105 |
| global placement | 315.3 | -0.6613 |
| floorplan | 147.6 | 0.2232 |
[area by class of cell]
| class | count | area share, % |
|---|---|---|
| inverter | 10 | 12.45 |
| multi-input combinational | 4 | 29.05 |
| tap | 46 | 19.09 |
| timing repair buffer | 14 | 39.42 |
[report_power, final]
group	internal [W]	switching [W]	leakage (nW)
Clock	0	0	0
Combinational	0.0000275	0.0000145	0.143
Sequential	0	0	0
[timing repair]
| action | 4_1_cts | 5_1_grt |
|---|---|---|
| hold endpoints to repair | 0 | 0 |
| endpoints found under the setup margin | 4 | 1 |
| resized | 26 | 1 |
| pin swaps | 4 | 2 |
[path summary, 6_finish.rpt]
kind | end | slack [ns] | cells after the start
setup / recovery | S[3] | 0.12 | 10
hold / removal | S[3] | 1.94 | 5
[metal layers]
layer	wire length [um]	track usage [%]	up-vias
met5	0	0	-
met4	0	0	0
met3	100	0.9091	0
met2	134	1.846	14
met1	221	1.937	58
li1	-	-	60
Power is estimated from default activity; no workload was simulated.
